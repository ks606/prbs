==> ./design.v <==
module PRBS_GEN #(
    parameter PRBS_TYPE = 7
)(
    input   clk,
    input   rst,
    input   prbs_en,
    output [31:0]   gen_shift_reg,
    output          dout_vld,
    output          dout	
);
    reg         PRBS_EN_REG;
    reg         DOUT_VLD_REG;
    reg [31:0]  PRBS_REG;
    reg         XOR_OUT;
    wire [2:0]  PRBS_PARAM;
    assign PRBS_PARAM = PRBS_TYPE;
    always @ (posedge clk or negedge rst)
        if (!rst)
            PRBS_EN_REG <= 1'b0;
        else
            PRBS_EN_REG <= prbs_en;
    always @ (posedge clk or negedge rst)
        if (!rst)
            DOUT_VLD_REG <= 1'b0;
        else
            DOUT_VLD_REG <= PRBS_EN_REG;
    always @ (posedge clk or negedge rst)
        if (!rst) begin
            case (PRBS_TYPE)
                3'd0: PRBS_REG <= 32'h7; 		 
                3'd1: PRBS_REG <= 32'h7F; 		
                3'd2: PRBS_REG <= 32'h1FF; 	
                3'd3: PRBS_REG <= 32'h7FF; 
                3'd4: PRBS_REG <= 32'h7FFF; 
                3'd5: PRBS_REG <= 32'h1FFFF; 
                3'd6: PRBS_REG <= 32'h7FFFFF; 
                3'd7: PRBS_REG <= 32'h7FFFFFFF; 
                default: PRBS_REG <= 0;
            endcase
        end else if (PRBS_EN_REG) begin
            PRBS_REG[0] <= XOR_OUT;
            PRBS_REG[31:1] <= PRBS_REG[30:0];
        end
    always @ (*) 
        case (PRBS_TYPE)
            3'd0: XOR_OUT = PRBS_REG[2]  ^ PRBS_REG[0]; 
            3'd1: XOR_OUT = PRBS_REG[6]  ^ PRBS_REG[0];  
            3'd2: XOR_OUT = PRBS_REG[8]  ^ PRBS_REG[4]; 
            3'd3: XOR_OUT = PRBS_REG[10] ^ PRBS_REG[8];  
            3'd4: XOR_OUT = PRBS_REG[14] ^ PRBS_REG[0]; 
            3'd5: XOR_OUT = PRBS_REG[16] ^ PRBS_REG[2];  
            3'd6: XOR_OUT = PRBS_REG[22] ^ PRBS_REG[17]; 
            3'd7: XOR_OUT = PRBS_REG[31] ^ PRBS_REG[21] ^ PRBS_REG[1] ^ PRBS_REG[0];
            default: XOR_OUT = 0;
        endcase
    assign gen_shift_reg = PRBS_REG;
    assign dout_vld = DOUT_VLD_REG;
    assign dout = DOUT_VLD_REG ? XOR_OUT : 1'b0;
endmodule
module PRBS_TX #(parameter 
							PRBS_TYPE = 7
)(
	input 					clk,
	input 					rst,
	input 					prbs_en,
	output 					dout_vld,
	output 					dout
);
	wire [31:0]				gen_shift_reg;
	PRBS_GEN #(
        .PRBS_TYPE(PRBS_TYPE)
    )_PRBS_GEN(
        .clk				(clk), 
		.rst				(rst),
		.prbs_en			(prbs_en), 
		.gen_shift_reg		(gen_shift_reg),
        .dout				(dout),
		.dout_vld			(dout_vld)
	);
endmodule
==> ./run.sh <==
#!/bin/bash
# OpenROAD 26Q1-2900-gdf79404cd8, Yosys 0.63+post, stock flow scripts
make -C /OpenROAD-flow-scripts/flow DESIGN_CONFIG=/design/flow/config.mk WORK_HOME=/design/flow/orfs finish
==> ./config.mk <==
export PLATFORM = sky130hd
export DESIGN_NAME = PRBS_TX
export DESIGN_NICKNAME = PRBS_TX
export VERILOG_FILES = /design/flow/design.v
export SDC_FILE = /design/flow/constraint.sdc
export NUM_CORES = 4
export LEC_CHECK = 1
export CORE_UTILIZATION = 30
==> ./constraint.sdc <==
current_design PRBS_TX

set clk_period 1.8
set clk_io_pct 0.2

create_clock -name clk0 -period $clk_period [get_ports {clk}]

set non_clock_inputs [all_inputs -no_clocks]
set_input_delay [expr $clk_period * $clk_io_pct] -clock clk0 $non_clock_inputs
set_output_delay [expr $clk_period * $clk_io_pct] -clock clk0 [all_outputs]
==> results_slide.txt <==
Physical Implementation Snapshot

Floorplan
  • Initial core utilization: about 32%
  • Num rows: 23
  • Die area: 0.004635 sq mm
  • Core ar.: a little over 0.004 sq mm
  • Die width: between 60 and 70 microns
  • IO Pins: 5
  • Die height: between 60 and 70 microns

Worst hold path
  • Hold Path Class: input pin to asynchronous set/reset pin

Timing
  • Post-route minimum period: 1.869 ns
  • Fmax: ~0.53 GHz
  • Setup TNS Final: -0.06923 ns
  • Setup WS post-layout: -0.06923 ns
  • Final setup violation count: 1
  • Slew at the pin closest to its max-slew limit: 0.3981 ns
  • Max-slew violation count: 0
  • Final Cycle Share: 103.8%
  • RSZ-0062 raised after global routing: true
  • Relative slew slack: around three quarters
  • Number of failing hold endpoints at the final stage: 0
  • Clk_skew: 0.006630 ns

GRT
  • First-pass GRT wire length: between 2 and 3 mm
  • Congestion Overflow GR: 0
  • Total Routing Usage GR: 8.414%
  • Vias in the first global route: 618
  • Largest net degree at the start of global routing: 35
  • Initial antenna violation count: 0

Placed design
  • Dpl ws: -0.2034 ns
  • Placed Cells: 128
  • Port-buffer cells: 4
  • Post-Place Cell Area: 0.001428 sq mm
  • Gp weighted congestion: 0.6649
  • Post-DP HPWL: 943 microns

Routing
  • Antenna diodes: 0
  • Vias: 593
  • Post-DR wirelength/cell: 11.92 microns
  • Iteration-0 DRC count of the detailed router: ~42
  • Antenna Violating Nets Remaining: 0
  • Number of remaining DRC errors: 0
  • Drt first pass iters: 2
  • Routed WL: ~1.6 mm
  • Via/cell ratio: 4.297

Clocking
  • Htree depth: 2
  • CTS tree: done
  • CTS root buf: clkbuf_8
  • CTS max path bufs: 2
  • Clock latency on the worst-skew pair: 0.28 ns
  • Clk sinks: 34
  • Total CTS buffers: 5
  • Clock-pin slew on the worst setup and hold paths: ~0.070 ns

Logic synthesis
  • Yosys cell count: 73
  • Synth flops: 34
  • Top cells by count: dfstp_2 (31), mux2_2 (31), buf_2 (3), dfrtp_1 (3)
  • Xor/xnor share: 3.152%
  • Top comb family, area: multiplexers
  • Mux frac, synth: a little over a quarter
  • Fa+ha+maj area frac: 0%
  • Leading area contributor after synthesis: dfstp_2
  • Syn avg cell area: 17.95 sq um
  • Post-synth seq share: 67.91%
  • Aoi share: 0%
  • Tally of yosys warning messages: 1
  • Top cells by area: dfstp_2 (62%), mux2_2 (27%), dfrtp_1 (5.7%)
  • Most common reg cell: dfstp_2
  • Area leader share: 62.18%
  • FFs w/ async S/R, synth: around 100%
  • Simple-gate share of the synthesized area: 1.146%
  • Cells after Synth: 73
  • Area of the mapped netlist: 0.001310 sq mm
  • YS chip area: 0.001310 sq mm
  • Post-synth EDFFs: 0
  • Yosys cell types: 9

Pwr
  • Pwr/cell area: 1050 mW/mm^2
  • Register share of total power: 46.5%
  • Internal: 1.379 mW
  • Power Total: ~1.7 mW
  • Combinational power share: 2.7%
  • Leakage Power: just under 0.7 nW
  • Maximum vdd drop: 0.0004588 V
  • Clock share of power: 50.8%
  • Switching power: 280.1 uW
  • Switch share: 16.88%

Run status
  • Status: finished, violations left
  • Failing checks: negative setup slack

Critical path
  • Setup crit start kind: register
  • Slowest-stage cell, CP: dfstp_2
  • Crit path cell chain: xnor3_2 -> xnor2_1 -> and2_1 -> buf_2
  • Arr. time, crit path: 1.51 ns
  • CP Max Fanout: 2
  • Crit. End Element: primary output
  • Top delay family on crit path: flip-flops
  • WP data required: about 1.4 ns
  • Reg2Reg Setup Slack: 0.33 ns
  • Critical path class: register to primary output
  • CP bufs+invs: 1
  • Slowest stage delay, CP: 0.54 ns

Job
  • # Max-Cap Violations: 0
  • Tool Warnings: 27

Cells and area
  • Area Overhead vs Synth: 20.63%
  • Layout cells sized above 1: ~90%
  • Finished Cell Area: 0.001580 sq mm
  • Fill count: 387
  • Fin cells: 138
[worst reg2reg max path: cells and delay by family (launching register included)]
kind          cells  cell delay, ns
flops             1            0.54
simple gates      1            0.11
buf+inv           2            0.26
xor+xnor          2            0.48
[state kept, by name, indices dropped and copies added (netlist names)]
register,cells
_PRBS_GEN.PRBS_REG,32
_PRBS_GEN.DOUT_VLD_REG,1
_PRBS_GEN.PRBS_EN_REG,1
[power by group through the flow]
stage	clock network, mW	logic [mW]	registers [mW]
6_report	0.843	0.0449	0.771
5_1_grt	0.904	0.0502	0.771
4_1_cts	0.867	0.0467	0.771
[path summary, 6_finish.rpt]
check                                       start                      to  depth (start not counted)
min in group clk0                         prbs_en   _PRBS_GEN.PRBS_EN_REG                          1
max in group asynchronous                     rst  _PRBS_GEN.PRBS_REG[19]                          2
setup reg to reg           _PRBS_GEN.PRBS_REG[21]   _PRBS_GEN.PRBS_REG[0]                          5
hold reg to reg            _PRBS_GEN.PRBS_REG[31]  _PRBS_GEN.PRBS_REG[31]                          1
setup / recovery           _PRBS_GEN.PRBS_REG[21]                    dout                          4
hold / removal                                rst   _PRBS_GEN.PRBS_EN_REG                          2
[cell type report]
type                       count  area [sq um]  area share, %
clock inverter                 2         60.06          3.800
clock buffer                   6         82.58          5.226
multi-input combinational     36         405.4          25.65
timing repair buffer          10         80.08          5.067
sequential                    34         889.6          56.29
tap                           50         62.56          3.959
[cell usage in the layout (no fill, tap or decap)]
| cell | n |
|---|---|
| bufinv_16 | 2 |
| and2_1 | 1 |
| clkdlybuf4s50_1 | 3 |
| clkbuf_8 | 6 |
| xnor2_1 | 1 |
| buf_2 | 1 |
| xor2_1 | 1 |
| nor2b_2 | 1 |
| dfrtp_1 | 3 |
| buf_4 | 6 |
| xnor3_2 | 1 |
| dfstp_2 | 31 |
| mux2_2 | 31 |
[what timing repair did]
action,in CTS,in global routing
hold buffers,0,0
pin swaps,3,2
setup endpoints to repair,1,1
resized,3,0
buffers inserted,1,1
endpoints found under the hold margin,0,0
gates cloned,0,0
[kinds of logic after synthesis]
group | count (synthesis)
xor gates and xnor gates | 3
buffers and inverters | 3
DFF | 34
muxes | 31
and+or+nand+nor | 2
[layer usage]
| metal | up-vias | GRT usage, % | share of wire, % |
|---|---|---|---|
| met1 | 303 | 11.79 | 48 |
| li1 | 282 | - | - |
| met4 | 0 | 1.302 | 0.61 |
| met3 | 2 | 4.054 | 4.1 |
| met2 | 6 | 12.38 | 47 |
| met5 | - | 0 | 0 |
[metrics by stage]
| step | hold WS (ns) | utilization, % |
|---|---|---|
| global route | 0.4949 | 38.67 |
| finish | 0.4764 | 38.67 |
| global placement | 0.5140 | 34.94 |
| floorplan | 0.06441 | - |
| detailed placement | 0.5240 | 34.94 |
| CTS | 0.4848 | 38.49 |
Power is estimated from default activity; no workload was simulated.
