[flow/config.mk]
export PLATFORM = sky130hd
export DESIGN_NAME = PRBS_RX
export DESIGN_NICKNAME = PRBS_RX
export VERILOG_FILES = /design/flow/design.v
export SDC_FILE = /design/flow/constraint.sdc
export NUM_CORES = 4
export LEC_CHECK = 1
export CORE_UTILIZATION = 40
[flow/constraint.sdc]
current_design PRBS_RX

set clk_period 3.5
set clk_io_pct 0.2

create_clock -name clk0 -period $clk_period [get_ports {clk}]

set non_clock_inputs [all_inputs -no_clocks]
set_input_delay [expr $clk_period * $clk_io_pct] -clock clk0 $non_clock_inputs
set_output_delay [expr $clk_period * $clk_io_pct] -clock clk0 [all_outputs]
[flow/design.v]
`timescale 1 ns/1 ps
module PRBS_RX #(parameter 
    PRBS_TYPE     = 7,
    BIT_CNT_WIDTH = 3,
    ERR_CNT_WIDTH = 3
)(
    input   clk,
    input   rst,
    input   din_vld,
    input   din,
    output [BIT_CNT_WIDTH-1:0]      bit_cnt,
    output                          bit_cnt_full,
    output [ERR_CNT_WIDTH-1:0]      err_cnt,
    output                          dout_vld,
    output                          dout,
    output [9:0]    sync_cnt,
    output          dout_xor
);
    reg [BIT_CNT_WIDTH-1:0]			BIT_CNT_REG;
    reg [9:0]						SYNC_CNT_REG;
    reg 							BIT_CNT_FULL_REG;
    reg [ERR_CNT_WIDTH-1:0]			ERR_CNT_REG;	
    wire [2:0] 						PRBS_PARAM;
    assign PRBS_PARAM = PRBS_TYPE;
    reg DIN_VLD_REG;
    reg DIN_REG;
    always @ (posedge clk or negedge rst)
        if (!rst) begin
            DIN_VLD_REG  <= 1'b0;
            DIN_REG		<= 1'b0;
        end
        else begin
            DIN_VLD_REG  <= din_vld;
            DIN_REG		<= din;
        end
    reg [31:0] DIN_CNT;
    reg [31:0] DIN_CNT_COEF;
    always @ (*)
        case (PRBS_PARAM)
            3'd0: DIN_CNT_COEF = 32'd7; 
            3'd1: DIN_CNT_COEF = 32'd127;	
            3'd2: DIN_CNT_COEF = 32'd511;
            3'd3: DIN_CNT_COEF = 32'd2047; 	
            3'd4: DIN_CNT_COEF = 32'd32767; 
            3'd5: DIN_CNT_COEF = 32'd131071; 
            3'd6: DIN_CNT_COEF = 32'd8388607; 
            3'd7: DIN_CNT_COEF = 32'd4294967295; 
        endcase
    always @ (posedge clk or negedge rst)
        if (!rst)
            DIN_CNT <= 32'h0000_0000;
        else if (DIN_CNT == DIN_CNT_COEF)
            DIN_CNT <= 32'h0000_0001;
        else if (DIN_VLD_REG)
            DIN_CNT <= DIN_CNT + 1'b1;
    reg [31:0]  DIN_SHIFT_REG;
    reg [31:0]  DIN_FRAME_REG;
    reg         SYNC_FLAG;
    reg	        XOR_OUT;
    always @ (posedge clk or negedge rst)
        if (!rst) begin
            DIN_SHIFT_REG <= 32'h0000_0000;
        end else if (SYNC_FLAG && DIN_VLD_REG) begin
                DIN_SHIFT_REG[0] <= XOR_OUT;
                DIN_SHIFT_REG[31:1] <= DIN_SHIFT_REG[30:0];
        end else if (DIN_VLD_REG) begin
                DIN_SHIFT_REG[0] <= DIN_REG;
                DIN_SHIFT_REG[31:1] <= DIN_SHIFT_REG[30:0];
        end
    always @ (*)
        case (PRBS_PARAM)
            3'd0: XOR_OUT = DIN_SHIFT_REG[2]  ^ DIN_SHIFT_REG[0]; 
            3'd1: XOR_OUT = DIN_SHIFT_REG[6]  ^ DIN_SHIFT_REG[0];  
            3'd2: XOR_OUT = DIN_SHIFT_REG[8]  ^ DIN_SHIFT_REG[4];  
            3'd3: XOR_OUT = DIN_SHIFT_REG[10] ^ DIN_SHIFT_REG[8];  
            3'd4: XOR_OUT = DIN_SHIFT_REG[14] ^ DIN_SHIFT_REG[0];  
            3'd5: XOR_OUT = DIN_SHIFT_REG[16] ^ DIN_SHIFT_REG[2];  
            3'd6: XOR_OUT = DIN_SHIFT_REG[22] ^ DIN_SHIFT_REG[17];
            3'd7: XOR_OUT = DIN_SHIFT_REG[31] ^ DIN_SHIFT_REG[21] ^ DIN_SHIFT_REG[1] ^ DIN_SHIFT_REG[0];
            default: XOR_OUT = 0;
        endcase
    always @ (posedge clk or negedge rst)
        if (!rst) begin 
            SYNC_CNT_REG <= 0;
        end else if (DIN_VLD_REG) begin
            if (DIN_REG == XOR_OUT)
                SYNC_CNT_REG <= SYNC_CNT_REG + 1'b1;
            else
                SYNC_CNT_REG <= 0;
        end
    always @ (posedge clk or negedge rst)
        if (!rst)
            SYNC_FLAG <= 0;
        else if (SYNC_CNT_REG == 100)
            SYNC_FLAG <= 1'b1;
    always @ (posedge clk or negedge rst)
        if (!rst)
            BIT_CNT_REG <= 32'h0000_0000;
        else if (DIN_VLD_REG)
            BIT_CNT_REG <= BIT_CNT_REG + 1'b1;
    always @ (posedge clk or negedge rst)
        if (!rst)
            BIT_CNT_FULL_REG <= 1'b0;
        else if (BIT_CNT_REG == 2**BIT_CNT_WIDTH-1)
            BIT_CNT_FULL_REG <= 1'b1;
        else
            BIT_CNT_FULL_REG <= 1'b0;
    wire ERR_EN;
    assign ERR_EN = (DIN_REG ^ XOR_OUT) ? 1 : 0; 
    always @ (posedge clk or negedge rst)
        if (!rst)
            ERR_CNT_REG <= 32'h0000_0000;
        else if (ERR_EN && DIN_VLD_REG)
            ERR_CNT_REG <= ERR_CNT_REG + 1'b1;
        else if (BIT_CNT_FULL_REG)
            ERR_CNT_REG <= 32'h0000_0000;
    reg DOUT_VLD_REG;
    always @ (posedge clk or negedge rst)
        if (!rst)
            DOUT_VLD_REG <= 1'b0;
        else
            DOUT_VLD_REG <= din_vld;
    assign dout = SYNC_FLAG ? XOR_OUT : 1'b0;  
    assign dout_vld = SYNC_FLAG ? DOUT_VLD_REG : 1'b0;
    assign bit_cnt = BIT_CNT_REG;
    assign bit_cnt_full = BIT_CNT_FULL_REG;
    assign err_cnt = ERR_CNT_REG;
    assign dout_xor = XOR_OUT;
    assign sync_cnt = SYNC_CNT_REG;
endmodule
[flow/run.sh]
#!/bin/bash
# OpenROAD 26Q1-2900-gdf79404cd8, Yosys 0.63+post, stock flow scripts
make -C /OpenROAD-flow-scripts/flow DESIGN_CONFIG=/design/flow/config.mk WORK_HOME=/design/flow/orfs finish
==> results.toml <==
# generated from flow reports
[route]
finalWirelength_um = 3080
route.detailed.drc = 0
firstDrtPassIters = 4
drt-wirelength-per-cell_um = 12.3
n_antenna_cell = 0
drt_first_iter_violations = 40
vias = 1197
antenna_left = 0
via_per_inst = 4.79

[grt]
grt_pass1_wl_um = 5240
grt_usage_pct = 12.5
grt_max_degree = 47
grt_pass1_vias = 1150
antenna_found_initial = 0
grt.overflow.total = 0

[worst_setup_path]
r2r-start = "DIN_SHIFT_REG[1]$_DFFE_PN0P_"
rr_endpoint = "ERR_CNT_REG[1]$_DFFE_PN0P_"
cp-end-kind = "output pin"
slowest_stage = "clkdlybuf4s50_1"
worst-r2r-setup-slack_ns = 1.72
rr_worst_depth = 4
critPathMaxFanout = 3
critical-path-top-delay-family = "XOR/XNOR gates"
path_class = "reg2out"
max_stage_delay_ns = 0.45
critPathBufInv = 1
worstPathArrival_ns = 1.86
critPathRequiredTime_ns = 2.80
path_cells = "xnor2_1, xor2_1, and2_1, clkdlybuf4s50_1"
start_kind = "flip-flop"

[timing]
hold_violations = 0
final.setup.tns_ns = 0
fmax_ghz = 0.391
setup_violations = 0
skew_ns = 0.00667
rsz0062_at_grt = "no"
slew_headroom_pct = 63.4
finalCritPeriodShare_pct = 73.1
final_max_slew_viol_count = 0
min_period_ns = 2.56
worst_pin_slew_ns = 0.549

[clock_network]
clk_latency_ns = 0.29
cts_buffer_depth = 2
cts_hold_buf = 0
cts-root-buf = "clkbuf_8"
numClockSinks = 52
cts_resized = 0
cts_buffers = 5
cts_tree = "done"
clk_pin_slew_ns = 0.09
post_cts_buffers = 0
htree_levels = 2

[yosys]
synth_top_area_share_pct = 60.5
ys_async_sr_fraction_pct = 100
ys_types = 27
synth.most_common_cell = "dfrtp_1"
yosys.area.top_type = "dfrtp_1"
numSynthFlops = 52
yosys_cells = 153
ys_warn_count = 1
ys_seq_share_pct = 60.5
edf_count = 0
topCellsByArea = "dfrtp_1, mux2_2, xnor2_1, ha_1, nor2_1"
flop_cell = "dfrtp_1"
synth_area_mm2 = 0.00215
netlist_instances = 153
yosys-top-cells-count = "dfrtp_1, mux2_2, nor2_1, xnor2_1"
avgSynthCellArea_um2 = 14.0
ys_chip_area_mm2 = 0.00215

[place]
finalWeightedCongestion = 0.805
hpwlAfterDp_um = 2150
port_buffers = 23

[layout]
postLayoutCoreUtil_pct = 49.8
syn_to_final_growth_pct = 19.0
drive_above_1_share_pct = 27.8
fillers = 459

[die]
dieArea_mm2 = 0.00567
fp-row-count = 26
io_pins = 24
core_mm2 = 0.00514
fp-utilization_pct = 41.8
die_w_um = 75.3
fp.dieH_um = 75.3

[power]
p_per_area_mw_per_mm2 = 694
ir_drop_v = 0.000341
p_leak_uw = 0.00113

[run]
warnings = 26
cap_viol_max_count = 0

[min_path]
hold_class = "in2async"

[status]
status = "finished clean"
[area by class of cell]
type / instances / area (µm²) / area share (%)
clock inverter: 3 / 42.5 / 1.66
multi-input combinational: 93 / 811 / 31.7
tap: 70 / 87.6 / 3.42
timing repair buffer: 25 / 240 / 9.39
inverter: 2 / 7.51 / 0.293
sequential: 52 / 1300 / 50.9
clock buffer: 5 / 68.8 / 2.69
[flip-flops by register name (all words and copies together) (netlist names)]
name,flops
SYNC_CNT_REG,10
BIT_CNT_REG,3
ERR_CNT_REG,3
DIN_REG,1
BIT_CNT_FULL_REG,1
DIN_VLD_REG,1
SYNC_FLAG,1
DIN_SHIFT_REG,32
[routing by layer]
layer,routed length (µm),global-route usage [%],vias to the layer above
met2,1360,18.6,26
met1,1550,19.8,589
met3,156,3.75,2
met5,0,0,-
li1,-,-,580
met4,23,1.85,0
[placed cells by master (no fill, tap or decap)]
cell	n
a41o_1	1
mux2i_1	1
nand3_1	3
o21ai_0	1
buf_2	1
nand4_1	2
clkdlybuf4s50_1	22
bufinv_16	1
clkinv_2	1
mux2_2	37
xor3_1	1
o22ai_1	1
nand2_1	5
nor2_1	12
and2_4	1
inv_1	2
clkbuf_8	5
xnor2_1	8
dfrtp_1	52
xor2_1	5
ha_1	5
buf_4	2
nor2b_1	1
clkinvlp_4	1
or3b_2	1
a21oi_1	1
and2_1	2
nor4_1	1
nor3b_1	1
nor3_1	2
nand2b_1	1
[stage by stage]
| step | power (µW) | hold WS [ns] | cell area, µm² | setup WS, ns | std cells |
|---|---|---|---|---|---|
| 2_1_floorplan | 1200 | 0.404 | 2150 | 1.76 | 153 |
| 3_3_place_gp | 1380 | 0.483 | 2450 | 1.30 | 242 |
| 3_5_place_dp | 1410 | 0.487 | 2450 | 1.26 | 242 |
| 4_1_cts | 1810 | 0.402 | 2560 | 0.899 | 250 |
| 5_1_grt | 1900 | 0.408 | 2560 | 0.850 | 250 |
| 6_report | 1780 | 0.379 | 2560 | 0.941 | 250 |
[power breakdown]
part           leakage [µW]  internal (µW)  switching (µW)
registers          0.000660            795             125
clock network     0.0000541            211             180
logic              0.000412            317             148
total               0.00113           1320             452
[how the worst max path moves through the flow]
stage / start / end / slack, ns / cells after the start
finish: DIN_SHIFT_REG[1]$_DFFE_PN0P_ / dout / 0.94 / 4
global route: DIN_SHIFT_REG[1]$_DFFE_PN0P_ / dout / 0.85 / 4
CTS: DIN_SHIFT_REG[1]$_DFFE_PN0P_ / dout / 0.90 / 4
[kinds of logic (layout without fill, tap and decap cells)]
| kind of cell | Yosys count | in the layout | share of synthesized area, % |
|---|---|---|---|
| mux | 38 | 38 | 19.8 |
| fa+ha+maj | 5 | 5 | 2.91 |
| xor+xnor | 14 | 14 | 6.40 |
| buf+inv | 8 | 35 | 1.75 |
| simple gates | 32 | 32 | 7.33 |
| flops | 52 | 52 | 60.5 |
| compound gates | 4 | 4 | 1.22 |
Power is estimated from default activity; no workload was simulated.
